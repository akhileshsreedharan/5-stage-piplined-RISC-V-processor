$ cat flow/constraint.sdc
current_design IF_ID_Reg

set clk_period 1.1
set clk_io_pct 0.2

create_clock -name clk0 -period $clk_period [get_ports {clk}]

set non_clock_inputs [all_inputs -no_clocks]
set_input_delay [expr $clk_period * $clk_io_pct] -clock clk0 $non_clock_inputs
set_output_delay [expr $clk_period * $clk_io_pct] -clock clk0 [all_outputs]
$ cat flow/design.v
`timescale 1ns / 1ps
module IF_ID_Reg(
    input clk,
    input reset,
    input IF_ID_Flush,
    input IF_ID_Write,
    input IF_Prediction,
    input [31:0] IF_PC_New,
    input [31:0] IF_Branch_Target,
    input [31:0] Inst_in,
    output reg ID_Prediction,
    output reg [31:0] ID_PC_New,
    output reg [31:0] ID_Branch_Target,
    output reg [31:0] Inst_out
    );
    always @(posedge clk, negedge reset) begin
        if (reset == 1'b0) begin
            ID_Prediction <= 1'b0;
            ID_PC_New <= 32'h00000000;
            ID_Branch_Target <= 32'h00000000;
            Inst_out <= 32'h0000007F;
        end
        else begin        
            if(clk == 1'b1) begin        
                if(IF_ID_Write == 1'b1) begin
                    if(IF_ID_Flush == 1'b1) begin
                        ID_Prediction <= 1'b0;
                        ID_PC_New <= 32'h00000000;
                        ID_Branch_Target <= 32'h00000000;
                        Inst_out <= 32'h0000007F;
                    end               
                    else begin
                        ID_Prediction <= IF_Prediction;
                        ID_PC_New <= IF_PC_New;
                        ID_Branch_Target <= IF_Branch_Target;
                        Inst_out <= Inst_in;                
                    end
                end        
            end   
        end
    end
endmodule
$ cat flow/run.sh
#!/bin/bash
# OpenROAD 26Q1-2900-gdf79404cd8, Yosys 0.63+post, stock flow scripts
make -C /OpenROAD-flow-scripts/flow DESIGN_CONFIG=/design/flow/config.mk WORK_HOME=/design/flow/orfs finish
$ cat flow/config.mk
export PLATFORM = sky130hd
export DESIGN_NAME = IF_ID_Reg
export DESIGN_NICKNAME = IF_ID_Reg
export VERILOG_FILES = /design/flow/design.v
export SDC_FILE = /design/flow/constraint.sdc
export NUM_CORES = 4
export LEC_CHECK = 1
export CORE_UTILIZATION = 40
==> results_dict.tcl <==
# collected from the flow reports
set metrics [dict create \
    top_cells_by_count "90 x dfrtp_1, 90 x inv_1, 90 x nand3b_1" \
    postSynthSeqShare_pct 58.4 \
    gp_congestion 0.790 \
    fin_util_pct 63.2 \
    synth_cells 419 \
    maxSlewViolCount 0 \
    p_leak_nw 3.01 \
    fp.dieW_microns 104 \
    tightestPinTransition_ps 764 \
    r2r_cells 4 \
    synth_top_cell_by_area "dfrtp_1" \
    p_sw_mw 1.84 \
    rsz0062_at_grt "yes" \
    core-area_sq_um 9950 \
    clkSlewWorstSetupHoldPaths_ps 90 \
    ff_type "dfrtp_1" \
    grt_max_degree 65 \
    clockBufferDepth 2 \
    p_seq_share_pct 52.5 \
    fp_util_pct 41.9 \
    setup_viol 7 \
    fin_worst_skew_ps 0 \
    r2r_slack_ps 270 \
    top_area_share_pct 54.0 \
    grt_usage_pct 20.6 \
    antenna_found_initial 1 \
    powerDensity_nw_per_um2 1210 \
    hold_start "IF_ID_Write" \
    critPathRequiredTime_ps 880 \
    finalWirelength_microns 10900 \
    n_antenna_cell 0 \
    worst_hold_path_type "in2reg" \
    finalHoldViolCount 0 \
    cts_tree "built" \
    arrival_ps 980 \
    crit_path_max_incr_delay_ps 540 \
    fin_crit_sh_pct 109 \
    edf_count 0 \
    violations "negative setup slack" \
    path_cells "buf_2" \
    max_freq_mhz 833 \
    num_vias 3586 \
    dieHeight_microns 104 \
    cp.depth 1 \
    wire_per_inst_microns 13.9 \
    placed_area_sq_um 6290 \
    grt_pass1_vias 3365 \
    switching_share_pct 24.2 \
    whs_ps 155 \
    ys_ff 97 \
    rr_startpoint "ID_PC_New[1]$_DFFE_PN0P_" \
    grt_pass1_wl_microns 17400 \
    crit_slowest_cell "dfstp_2" \
    path_buffers 1 \
    relSlewSlack_pct 49.1 \
    port_buffers 197 \
    syn2layout_area_growth_pct 50.7 \
    path_class "reg2out" \
    cts-buffers-inserted 9 \
    nFillCells 819 \
    ys_area_sq_um 4170 \
    synth.avg_cell_area_sq_um 9.96 \
    cp-startpoint "Inst_out[5]$_DFFE_PN1P_" \
    syn_area_sq_um 4170 \
    ys_cells 419 \
    status "complete, but fails checks" \
    async_flop_share_pct 100 \
    cts.sinks 97 \
    internal_power_mw 5.76 \
    chipArea_sq_um 10800 \
    hold_end "ID_PC_New[10]$_DFFE_PN0P_" \
    root_buffer "clkbuf_8" \
    insertion_delay_ps 340 \
    setup_slack_ps -100 \
    critPathTopFamily "flip-flops" \
    start_kind "flop" \
    stdcell_area_sq_um 6290 \
    synth_cell_types 12 \
    clock_power_share_pct 29.6 \
    drt-vias-per-instance 4.57 \
    drive_above_1_share_pct 26.0 \
    post-dp-hpwl_microns 7190 \
    drv_cap 0 \
    comb_power_share_pct 17.9 \
    top_cells_by_area "dfrtp_1 54%, nand3b_1 16%, o21ai_0 8.6%, inv_1 8.1%, dfstp_2 4.4%" \
    ant_nets 0 \
    power.total_mw 7.60 \
    ys_warn_count 1 \
    vdd_drop_max_mv 0.578 \
    cp_max_fo 2 \
    drtIter0Drc 153 \
    r2r-end "ID_PC_New[1]$_DFFE_PN0P_" \
    drcViolationCount 0 \
    io_pins 198 \
    hold_depth 2 \
    finalCriticalPeriod_ps 1200 \
    crit_path_end_kind "output port" \
    warning_count 28 \
    std_cell_rows 36 \
    firstDrtPassIters 5 \
    htree_levels 3 \
    overflow 0 \
]
[placed cells by master (no fill, tap or decap), types with 3 or more instances in the layout]
master,netlist,routed
dfstp_2,7,7
a21oi_1,7,7
buf_4,14,43
buf_2,7,98
nand3b_1,90,90
clkbuf_8,0,9
clkdlybuf4s50_1,0,97
o21ai_0,72,72
o21ai_1,18,18
dfrtp_1,90,90
buf_12,0,7
clkinvlp_4,0,3
inv_1,90,90
nor2_1,14,14
[layout make-up]
| type | instances | area, sq um | area share [%] |
|---|---|---|---|
| tap | 133 | 166 | 2.65 |
| timing repair buffer | 247 | 1950 | 31.0 |
| multi-input combinational | 201 | 1210 | 19.3 |
| clock buffer | 11 | 131 | 2.09 |
| clock inverter | 5 | 57.6 | 0.915 |
| inverter | 90 | 338 | 5.37 |
| sequential | 97 | 2440 | 38.7 |
[state kept, by name, indices dropped and copies added (netlist names)]
| signal | count |
|---|---|
| Inst_out | 32 |
| ID_Branch_Target | 32 |
| ID_Prediction | 1 |
| ID_PC_New | 32 |
[metrics by stage]
stage | worst slack [ps] | std cells | TNS, ps
6_report | -100 | 784 | -618
5_1_grt | -143 | 784 | -2090
4_1_cts | -117 | 763 | -1370
3_5_place_dp | -86.9 | 729 | -544
3_3_place_gp | -83.6 | 729 | -545
2_1_floorplan | 322 | 419 | 0
[how the worst max path moves through the flow]
stage	to
final	Inst_out[5]
after global routing	Inst_out[5]
after CTS	Inst_out[5]
[power by group through the flow]
| stage | combinational, mW | clock, mW | sequential [mW] |
|---|---|---|---|
| after CTS | 1.29 | 2.35 | 3.99 |
| after global routing | 1.52 | 2.47 | 4.03 |
| final | 1.36 | 2.25 | 3.99 |
[repair_timing]
item | in CTS | in global routing
pin swaps | 0 | 0
gates resized | 303 | 1
setup endpoints to repair | 97 | 151
buffers inserted | 16 | 21
endpoints found under the hold margin | 12 | 0
hold buffers | 2 | 0
[per-layer routing]
metal | share of wire [%] | up-vias | track usage (%)
met5 | 0.12 | - | 0
met4 | 0.84 | 2 | 1.84
met3 | 10 | 10 | 7.59
met2 | 42 | 143 | 28.7
met1 | 47 | 1641 | 33.3
li1 | - | 1790 | -
[logic make-up (layout without fill, tap and decap cells)]
kind of cell    count (synthesis)  after routing  share of synthesized area (%)
compound gates                 97             97                           11.6
buf+inv                       121            353                           12.5
flops                          97             97                           58.4
simple gates                  104            104                           17.5
[worst reg2reg max path: cells and delay by family (launching register included)]
family	cells	cell delay, ps
buf+inv	3	280
flops	1	380
compound gates	1	60
