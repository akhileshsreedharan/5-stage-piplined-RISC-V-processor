==> flow/design.v <==
`timescale 1ns / 1ps
module ID_EX_Reg(
    input clk,
    input reset,
    input ID_WBSrc,
    input ID_RegWrite,
    input ID_MemWrite,
    input ID_MemRead,
    input [2:0] ID_ALUOp,
    input [1:0] ID_ALUSrc,
    input [31:0] MUX_ID_Read_data_1,
    input [31:0] MUX_ID_Read_data_2,
    input [4:0] ID_rs2_shamnt,
    input [6:0] ID_Funct7_R,
    input [3:0] ID_Funct3_R,
    input [4:0] ID_rs1,
    input [4:0] ID_rd,
    input [31:0] ID_Imm_out,
    input [31:0] ID_PC_new,
    output reg EX_WBSrc,
    output reg EX_RegWrite,
    output reg EX_MemWrite,
    output reg EX_MemRead,
    output reg [2:0] EX_ALUOp,
    output reg [1:0] EX_ALUSrc,
    output reg [31:0] EX_Read_data_1,
    output reg [31:0] EX_Read_data_2,
    output reg [4:0] EX_rs2,
    output reg [4:0] EX_shamnt_in,
    output reg [6:0] EX_Funct7_R,
    output reg [3:0] EX_Funct3_R,
    output reg [4:0] EX_rs1,
    output reg [4:0] EX_rd,
    output reg [31:0] EX_Imm_out,
    output reg [31:0] EX_PC_New
    );
    always @(posedge clk, negedge reset) begin
        if(reset == 1'b0) begin
            EX_WBSrc <= 1'b0;
            EX_RegWrite <= 1'b0;
            EX_MemWrite <= 1'b0;
            EX_MemRead <= 1'b0;
            EX_ALUOp <= 3'b111;
            EX_ALUSrc <= 2'b00;
            EX_Read_data_1 <= 32'h00000000;
            EX_Read_data_2 <= 32'h00000000;
            EX_rs2 <= 5'b00000;
            EX_shamnt_in <= 5'b00000;
            EX_Funct7_R <= 7'b1111111;
            EX_Funct3_R <= 3'b010;
            EX_rs1 <= 5'b00000;
            EX_rd <= 5'b00000;
            EX_Imm_out <= 32'h00000000;
            EX_PC_New <= 32'h00000000;      
        end
        else begin
            if(clk == 1'b1) begin
                EX_WBSrc <= ID_WBSrc;
                EX_RegWrite <= ID_RegWrite;
                EX_MemWrite <= ID_MemWrite;
                EX_MemRead <= ID_MemRead;
                EX_ALUOp <= ID_ALUOp;
                EX_ALUSrc <= ID_ALUSrc;
                EX_Read_data_1 <= MUX_ID_Read_data_1;
                EX_Read_data_2 <= MUX_ID_Read_data_2;
                EX_rs2 <= ID_rs2_shamnt;
                EX_shamnt_in <= ID_rs2_shamnt;
                EX_Funct7_R <= ID_Funct7_R;
                EX_Funct3_R <= ID_Funct3_R;
                EX_rs1 <= ID_rs1;
                EX_rd <= ID_rd;
                EX_Imm_out <= ID_Imm_out;
                EX_PC_New <= ID_PC_new; 
            end
        end
    end
endmodule
==> flow/run.sh <==
#!/bin/bash
# OpenROAD 26Q1-2900-gdf79404cd8, Yosys 0.63+post, stock flow scripts
make -C /OpenROAD-flow-scripts/flow DESIGN_CONFIG=/design/flow/config.mk WORK_HOME=/design/flow/orfs finish
==> flow/config.mk <==
export PLATFORM = sky130hd
export DESIGN_NAME = ID_EX_Reg
export DESIGN_NICKNAME = ID_EX_Reg
export VERILOG_FILES = /design/flow/design.v
export SDC_FILE = /design/flow/constraint.sdc
export NUM_CORES = 4
export LEC_CHECK = 1
export CORE_AREA = 10 10 213 213
export DIE_AREA = 0 0 223 223
==> flow/constraint.sdc <==
current_design ID_EX_Reg

set clk_period 1.0
set clk_io_pct 0.2

create_clock -name clk0 -period $clk_period [get_ports {clk}]

set non_clock_inputs [all_inputs -no_clocks]
set_input_delay [expr $clk_period * $clk_io_pct] -clock clk0 $non_clock_inputs
set_output_delay [expr $clk_period * $clk_io_pct] -clock clk0 [all_outputs]
==> changes_impl.md <==
## Flow update

- Maxcap violations: 0
- Ys cells: 168
- Status: complete, but fails checks
- Post-synthesis register bit count: 163
- Unrepaired setup endpoints after global routing: yes
- Top cell type's share of synthesized area: 92.09%
- Area growth from synthesis to layout: 92.40%
- Place WS: -0.1692 ns
- CP Class: reg -> out
- PortBufs: 332
- Post-route antenna net violation count: 0
- Remaining global-route overflow: 0
- Power Dens Cells: 1867 nW/um2
- Max Freq: 0.7823 GHz
- Yosys stat area: 4130 um2
- Worst VDD drop: 1393 uV
- Std cell rows: 74
- Seq/Total Area, Yosys: 99.09%
- Slew margin rel.: 74.30%
- First-pass GRT wire length: 23.90 mm
- Core region area: 40830 um2
- Cell breakdown of the critical path: buf_2
- Initial antenna violation count: 3
- TritonCTS clock tree: done
- Detail Placement HPWL: 13.34 mm
- Setup violations, final: 168
- Worst-margin pin slew: 0.3855 ns
- GR Util All Layers: 6.516%
- Unique cell type count in the Yosys netlist: 3
- Antenna diodes: 0
- Met3 Routed Length: 2.412 mm
- Max-slew violations: 0
- Hold_ws: 0.1327 ns
- Synth area leader: dfrtp_1
- Crit. End Element: output port
- Max incr delay on CP: 0.52 ns
- Top cells, area: dfrtp_1 92%, dfstp_2 7.0%, buf_4 0.91%
- Cycle use final: 127.8%
- Worst-path maximum fanout: 1
- Setup ws final: -0.2784 ns
- Routed vias: 2848
- HP Class: in -> reg
- Syn avg cell area: 24.58 um2
- Iteration-0 DRC count of the detailed router: 108
- Postcts setup bufs: 0
- Via/cell ratio: 2.659
- Top-count cell post-synth: dfrtp_1
- Total die size: 49730 um2
- Uppermost layer routed: met5
- Synth Cell Area: 4130 um2
- Top cells by count, synth: 152 x dfrtp_1, 11 x dfstp_2, 5 x buf_4
- Tool warnings: 27
- WP data required: 0.80 ns
- Number of enable flip-flop cells: 0
- Final Cell Area: 7946 um2
- CP Buf/Inv Count: 1
- Htree depth: 4
- Clk sinks: 163
- TritonCTS Buffers: 17
- Global placer's final weighted congestion: 0.7233
- Post-placement cell count: 1038
- Placed Area: 8178 um2
- CP arrival: 1.08 ns
- Clock root buffer master: clkbuf_16
- Die width: 223 um
- Comb gates: 0
- DRC Markers: 0
- Pre-placement core utilization: 10.12%
- Worst path slowest cell: dfstp_2
- Violated checks: setup timing
- Final wirelength: 16.54 mm
- Fin. Hold Viols: 0
- Yosys Warn Count: 1
- Vias in the first global route: 3373
- Fin cells: 1071
- Asr flop ratio synth: 100.0%
- Combinational gate area: 0 um2
- Static Leak: 3.542 nW
- Die height: 223 um
- Clock transition at the registers of the reported paths: 0.06 ns
- M1 WL: 6.122 mm
- Pin count of the biggest net entering global routing: 34
- Fillers: 4372
- Startpoint class of the critical path: register
- Gate Count Post-Synth: 168
- Clk buf depth: 2
- Met2 routed wirelength: 7.528 mm
- Drt wl/cell: 15.45 um
- Fraction of layout cells with a size suffix above 1: 41.19%
- TritonRoute pass-1 iters: 4
- IO Pins: 333
- Final min period: 1.278 ns
- Top_reg_cell synth: dfrtp_1
- Critical path's top delay family: flip-flops
state kept, by name, summed over array words and instances (netlist names):
register	flops
EX_Imm_out	32
EX_PC_New	32
EX_Read_data_1	32
EX_Read_data_2	32
EX_Funct7_R	7
EX_rd	5
EX_rs1	5
EX_rs2	5
EX_Funct3_R	4
EX_ALUOp	3
EX_ALUSrc	2
EX_MemRead	1
EX_MemWrite	1
EX_RegWrite	1
EX_WBSrc	1
final cells by class:
cell class            instances  area (um2)  area share, %
clock buffer                 18       429.2          5.401
clock inverter               14       163.9          2.063
sequential                  163        4093          51.50
tap                         532       665.6          8.377
timing repair buffer        344        2595          32.66
stage by stage:
step                      power (mW)  setup TNS [ns]  utilization (%)
after CTS                      15.28          -37.33            19.45
after detailed placement       8.686          -2.017            20.03
after floorplan                7.070               0                -
after global placement         8.676          -1.981            20.03
final                          14.84          -25.14            19.46
after global routing           15.52          -34.96            19.46
cells by family after synthesis:
family	count (synthesis)	synth area share, %
flip-flops	163	99.09
buffers and inverters	5	0.9089
cell usage in the layout, fill, tap and decap left out:
cell,n
clkinvlp_4,2
dfrtp_1,152
dfstp_2,11
inv_6,6
clkdlybuf4s50_1,163
buf_6,2
clkinv_4,1
inv_8,2
dlygate4sd3_1,1
clkbuf_16,17
buf_2,167
bufinv_16,2
buf_4,10
buf_12,1
clkbuf_1,1
clkinv_2,1
worst paths after layout:
kind / startpoint / end / slack (ns) / cells after the start
min in group asynchronous: reset / EX_Imm_out[0]$_DFF_PN0_ / 0.20 / 2
min: ID_Funct7_R[1] / EX_Funct7_R[1]$_DFF_PN1_ / 0.13 / 1
max: EX_Funct7_R[4]$_DFF_PN1_ / EX_Funct7_R[4] / -0.28 / 1
max in group asynchronous: reset / EX_PC_New[29]$_DFF_PN0_ / 0.26 / 3
layer usage:
metal | GRT usage [%] | vias up
met1 | 7.334 | 1362
met3 | 4.365 | 28
li1 | - | 1234
met4 | 1.460 | 4
met5 | 0 | -
met2 | 10.06 | 220
repair_timing:
action                                  in CTS  in global routing
gates resized                              549                  1
hold buffers                                 1                  0
endpoints found under the setup margin     168                168
endpoints found under the hold margin      163                  0
report_power, final:
group          internal, mW  total, mW  switching [mW]  leakage (nW)
combinational         0.811       1.16           0.345          1.37
clock                  3.74       6.66            2.92         0.287
sequential             6.94       7.02          0.0793          1.89
Power figures rest on the tool's default switching activity, not on a simulated workload.
