## flow/constraint.sdc

```tcl
current_design EX_MEM_Reg

set clk_period 1.0
set clk_io_pct 0.2

create_clock -name clk0 -period $clk_period [get_ports {clk}]

set non_clock_inputs [all_inputs -no_clocks]
set_input_delay [expr $clk_period * $clk_io_pct] -clock clk0 $non_clock_inputs
set_output_delay [expr $clk_period * $clk_io_pct] -clock clk0 [all_outputs]
```

## flow/design.v

```verilog
`timescale 1ns / 1ps
module EX_MEM_Reg(
    input clk,
    input reset,
    input EX_WBSrc,
    input EX_RegWrite,
    input EX_MemWrite,
    input EX_MemRead,
    input [31:0] EX_ALU_Result,
    input [31:0] EX_Read_data_2,
    input [4:0] EX_rd,
    input [4:0] EX_rs2,
    output reg MEM_WBSrc,
    output reg MEM_RegWrite,
    output reg MEM_MemWrite,
    output reg MEM_MemRead,
    output reg [31:0] MEM_ALU_Result,
    output reg [31:0] MEM_Read_data_2,
    output reg [4:0] MEM_rd,
    output reg [4:0] MEM_rs2
    );
    always @(posedge clk, negedge reset) begin
        if(reset == 1'b0) begin
            MEM_WBSrc <= 1'b0;
            MEM_RegWrite <= 1'b0;
            MEM_MemWrite <= 1'b0;
            MEM_MemRead <= 1'b0;
            MEM_ALU_Result <= 32'h00000000;
            MEM_Read_data_2 <= 32'h00000000;
            MEM_rd <= 5'b00000;   
            MEM_rs2 <= 5'b00000;        
        end
        else begin
            if(clk == 1'b1) begin
                MEM_WBSrc <= EX_WBSrc;
                MEM_RegWrite <= EX_RegWrite;
                MEM_MemWrite <= EX_MemWrite;
                MEM_MemRead <= EX_MemRead;
                MEM_ALU_Result <= EX_ALU_Result;
                MEM_Read_data_2 <= EX_Read_data_2;
                MEM_rd <= EX_rd;  
                MEM_rs2 <= EX_rs2;         
            end
        end
    end
endmodule
```

## flow/config.mk

```make
export PLATFORM = sky130hd
export DESIGN_NAME = EX_MEM_Reg
export DESIGN_NICKNAME = EX_MEM_Reg
export VERILOG_FILES = /design/flow/design.v
export SDC_FILE = /design/flow/constraint.sdc
export NUM_CORES = 4
export LEC_CHECK = 1
export CORE_UTILIZATION = 30
```

## flow/run.sh

```bash
#!/bin/bash
# OpenROAD 26Q1-2900-gdf79404cd8, Yosys 0.63+post, stock flow scripts
make -C /OpenROAD-flow-scripts/flow DESIGN_CONFIG=/design/flow/config.mk WORK_HOME=/design/flow/orfs finish
```

==> results.txt <==
impl run done, here's what came out: ratio of total power to cell area=1780 nW/um^2, via count=1,268, WP buf/inv=1, Finished Layout Cells=roughly 330, GRT Util Overall=11.3%, most used routing layer=met2, wire length per cell after detailed routing=12.3 um, most frequent cells in the layout=sky130_fd_sc_hd__dfrtp_1 (78), sky130_fd_sc_hd__clkdlybuf4s50_1 (78), sky130_fd_sc_hd__buf_2 (78), Die Height=slightly above 80 um, Post-route DRC=0, mapped cell area=1950 um^2, Cell Chain, Critical Path=buf_2, TritonCTS clock tree=done, met1 global-route usage=13.7%, worst hold slack across all endpoints=-0.166 ns, area of all sequential standard cells=1950 um^2, Final Critical Period=1.01 ns, layout cell share with drive strength beyond 1=37.5%, RSZ-0062 raised after global routing=yes, initial antenna violation count=0, transition time at the pin with the least slew margin=0.211 ns, routing usage on met2=17.3%, via count normalized by instance count=3.84, TNS Setup=-0.0330 ns, ranking of synthesized cells by area=sky130_fd_sc_hd__dfrtp_1 (100%), dpl cells=314, max frequency=991 MHz, antenna-violating nets left=0, number of buffers added on ports=around 160, register clock-pin slew on the reported worst setup and hold paths=0.07 ns, total placed instance area=3660 um^2, remaining global-route overflow=0, number of global-route vias before repair=about 1,200, CTS Sinks=78, total core area=approximately 6300 um^2, category of the critical setup timing path=reg2out, number of buffers created by CTS=9, met3 Use GR=6.91%, largest buffer count on any clock path=2, wire length of the first global-routing pass=5510 um, fraction of the cycle the final worst path needs=101%, kind of capture point of the worst setup path=primary output, count of inserted antenna diode cells=0, delay of the slowest cell on the worst path=0.37 ns, combinational gates=0, number of placement rows=29, chip area line of the yosys report=1950 um^2, biggest fanout along the worst timing path=1, Routed Wire Length=4070 um, Ports=158, area growth from synthesis to final layout=77.7%, Detailed Route Iter0 Violations=23, Slew headroom=between 80% and 90%, total of endpoints with negative setup slack in the final report=9, number of hold violations in the final report=approximately 80, distinct cell type count of the synthesized netlist=1, HP Class=in2async, detailed placement HPWL=2970 um, arrival time at the worst endpoint=0.81 ns, Mapped Avg Cell Area=25.0 um^2, instance count of the mapped netlist=78, number of logged tool warnings=29, area share of the largest cell type after synthesis=100%, Setup WS post-layout=-0.00920 ns, number of search-and-repair iterations in the first detailed-routing pass=2, register share after synthesis=100%, Max-Cap Viols=0, die footprint=6830 um^2, outcome=complete, but fails checks, Largest delay share family, worst path=flip-flops, root buf cell=sky130_fd_sc_hd__clkbuf_8, final design area excluding fillers=3470 um^2, H-tree Lvls=3, Filler Cells Inserted=544, number of register bits inferred by synthesis=78, count of warnings emitted by yosys=1, dominant cell type by area after synthesis=sky130_fd_sc_hd__dfrtp_1, gpl congestion=0.722, largest voltage drop on the vdd net=964 uV, Die Width=82.7 um, violated checks=hold timing, setup timing, starting utilization of the core area=30.9%, critical path data required time=0.80 ns, combinational cell area excluding buffers and inverters=0 um^2, crit path launch type=flip-flop, reported leakage power=1.64 nW, final count of pins violating max slew=0, number of cell instances after yosys synthesis=78, number of post-CTS setup repair buffers=0, highest-delay cell along the critical path=sky130_fd_sc_hd__dfrtp_1, maximum number of pins on one net before global-route repair=42
metal layers:
metal / vias up / wire length (um) / part of all wire (%)
met5: - / 0 / 0
met4: 0 / 83 / 2.0
met3: 11 / 732 / 18
met2: 92 / 1850 / 46
met1: 587 / 1400 / 34
li1: 578 / - / -
cell type report:
cell class,instances,area share (%)
timing repair buffer,159,35.1
clock inverter,3,1.23
tap,77,2.78
sequential,78,56.3
clock buffer,13,4.58
per-stage QoR:
| stage | power (W) | setup WS (ns) | hold slack (ns) | util (%) |
|---|---|---|---|---|
| after global routing | 0.00645 | -0.0699 | -0.168 | 54.9 |
| after detailed placement | 0.00407 | -0.00118 | 0.195 | 57.9 |
| after floorplan | 0.00337 | 0.488 | -0.0956 | - |
| after global placement | 0.00407 | 0.00489 | 0.196 | 57.9 |
| final | 0.00617 | -0.00920 | -0.166 | 54.9 |
| after CTS | 0.00627 | -0.0367 | -0.173 | 54.9 |
cells by family after synthesis:
logic type	after synthesis	synth area share, %
flip-flops	78	100
what timing repair did:
item	CTS	global route
resized	236	0
endpoints found under the setup margin	78	78
hold endpoints to repair	78	78
power by group:
part           internal [W]  leakage, nW  total, W  switching [W]
combinational      0.000380        0.636  0.000495       0.000115
clock               0.00129       0.0996   0.00233        0.00105
sequential          0.00331        0.909   0.00334      0.0000313
total               0.00498         1.64   0.00617        0.00119
worst paths after layout:
path | from | end | slack [ns] | depth (start not counted)
setup / recovery | MEM_Read_data_2[12] | MEM_Read_data_2[12] | -0.009 | 1
hold / removal | reset | MEM_ALU_Result[29] | -0.17 | 2
max in group asynchronous | reset | MEM_Read_data_2[5] | 0.97 | 2
min in group clk0 | EX_Read_data_2[19] | MEM_Read_data_2[19] | 0.30 | 1
flip-flops by register name, summed over array words and instances (netlist names):
signal and count:
MEM_ALU_Result 32, MEM_MemRead 1, MEM_Read_data_2 32, MEM_MemWrite 1, MEM_rd 5, MEM_rs2 5, MEM_RegWrite 1, MEM_WBSrc 1
Yosys cell counts:
cell and instances:
sky130_fd_sc_hd__dfrtp_1 78
Power figures rest on the tool's default switching activity, not on a simulated workload.
